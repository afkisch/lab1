`flow/run.sh`:
```
#!/bin/bash
# OpenROAD 26Q1-2900-gdf79404cd8, Yosys 0.63+post, stock flow scripts
make -C /OpenROAD-flow-scripts/flow DESIGN_CONFIG=/design/flow/config.mk WORK_HOME=/design/flow/orfs finish
```
`flow/config.mk`:
```
export PLATFORM = sky130hd
export DESIGN_NAME = uart
export DESIGN_NICKNAME = uart
export VERILOG_FILES = /design/flow/design.v
export SDC_FILE = /design/flow/constraint.sdc
export NUM_CORES = 4
export LEC_CHECK = 1
export CORE_AREA = 10 10 113 113
export DIE_AREA = 0 0 123 123
```
`flow/constraint.sdc`:
```
current_design uart

set clk_period 2.5
set clk_io_pct 0.2

create_clock -name clk0 -period $clk_period [get_ports {clk}]

set non_clock_inputs [all_inputs -no_clocks]
set_input_delay [expr $clk_period * $clk_io_pct] -clock clk0 $non_clock_inputs
set_output_delay [expr $clk_period * $clk_io_pct] -clock clk0 [all_outputs]
```
`flow/design.v`:
```
module uart(
	input clk, rst,
	input [3:0] bcd0, bcd1,
	output tx_out
);
wire [6:0] ascii0 = bcd0 + 7'b0110000;
wire [6:0] ascii1 = bcd1 + 7'b0110000;
wire [7:0] eol = 8'b10001101;
wire par0 = bcd0[0] + bcd0[1] + bcd0[2] + bcd0[3];
wire par1 = bcd1[0] + bcd1[1] + bcd1[2] + bcd1[3];
wire start = 1'b0;
wire stop = 1'b1;
reg [4:0] tx_cntr;
reg [29:0] shr;
always @ (posedge clk)
	if(rst || (tx_en && tx_cntr == 5'b11101))
		begin
			shr <= {stop, eol, start, stop, par0, ascii0, start, stop, par1, ascii1, start};  
			tx_cntr <= 5'b0;
		end
	else if(tx_en)
		begin
			shr <= {1'b0, shr[29:1]};  
			tx_cntr <= tx_cntr + 1'b1;
		end
assign tx_out = shr[0];
reg [9:0] tcy;
always @ (posedge clk)
	if(rst || tx_en)
		tcy <= 9'b0;
	else
		tcy <= tcy + 1'b1;
assign tx_en = (tcy == 9'b000000100);  
endmodule
```
==> qor.yml <==
yosys:
  syn_area_mm2: 0.00196
  ys_area_mm2: 0.00196
  ys_seq_share_pct: 54.1
  synth_flops: 45
  synth_top_area_share_pct: 29.6
  yosysWarnings: 2
  ys_cells: 193
  synth_top_cell_by_area: "dfxtp_1"
  synth_area_per_cell_um2: 10.2
  ys_types: 31
  top_cells_by_area: "dfxtp_1 (30%), edfxtp_1 (24%), nor2_1 (4.4%), o21bai_1 (3.8%), a22o_1 (3.6%)"
  syn_inst: 193
drt:
  drtAntennaViolNets: 0
  drtIter0Drc: 86
  routed_wirelength_um: 3580
  viasPerCell: 4.01
  detail_route.wl_per_cell_um: 10.6
  vias: 1358
  first_pass_iters: 4
  drc_errors: 0
  diodes: 0
critical_path:
  timing.critical_path.to_type: "flip-flop"
  slowest_delay_ns: 0.63
  critical_path.top_delay_family: "simple AND/OR/NAND/NOR gates"
  cp-start-kind: "flip-flop"
  cp_data_required_time_ns: 2.54
  arrival_ns: 2.03
  critPathBufInv: 0
  reg2reg_slack_ns: 0.51
  critPathKind: "flip-flop to flip-flop"
  crit_slowest_cell: "and4_1"
  crit_fanout: 18
  path_cells: "ha_1 -> and4_1 -> nor2_1 -> a22oi_1 -> o21ai_0"
place:
  portBuffers: 10
  dp_hpwl_um: 2320
  gp_congestion: 0.749
final_timing:
  rsz0062_at_grt: "false"
  maxSlewViolCount: 0
  fin_tns_setup_ns: 0
  finalCritPeriodShare_pct: 79.7
  setup_viol: 0
  finClkSkew_ns: 0.00450
  min_period_ns: 1.99
  tightestPinTransition_ns: 0.647
  hold_viol: 0
  max-slew-margin-rel_pct: 56.9
  fmax_mhz: 502
cts:
  clock_sinks: 45
  h-tree-depth: 2
  clkSlewWorstSetupHoldPaths_ns: 0.08
  cts_root_buffer: "clkbuf_8"
  clock_latency_ns: 0.29
  cts_resized: 0
  post_cts_buffers: 0
  tritoncts: "done"
  cts_buffer_depth: 2
  cts_hold_buf: 0
  numCtsBuffers: 5
die:
  initCoreUtil_pct: 19.0
  rows: 37
  die-area_mm2: 0.0151
  die_w_um: 123
  die.size.y_um: 123
  ios: 11
  core_area_mm2: 0.0103
global_routing:
  grt_pass1_vias: 1244
  grt_usage_pct: 4.94
  met1_usage_pct: 7.29
  met2_usage_pct: 7.23
  grt.overflow.total: 0
  grt_pass1_wl_um: 6190
  grt_max_degree: 27
  grt.met3_usage_pct: 1.57
  grt_busiest_layer: "met1"
  antenna_found_initial: 0
power:
  vdd_drop_max_uv: 227
  power_density_mw_per_mm2: 599
  power_leakage_uw: 0.000799
  power_uw: 1370
layout:
  syn2layout_area_growth_pct: 16.3
  drive_gt1_share_pct: 5.91
run_status:
  outcome: "finished clean"
min_path:
  hold_class: "flip-flop to flip-flop"
job:
  tool_warnings: 27
  cap_violations: 0
-- routing by layer --
metal / up-vias / part of all wire [%]
li1: 701 / -
met4: 0 / 0.64
met5: - / 0
met1: 634 / 52
met3: 2 / 3.6
met2: 21 / 44
-- metrics by stage --
| step | setup slack, ns | cell area, µm² | cells | util [%] | hold slack (ns) |
|---|---|---|---|---|---|
| 6_report | 0.508 | 2280 | 339 | 22.1 | 0.453 |
| 5_1_grt | 0.323 | 2280 | 339 | 22.1 | 0.479 |
| 4_1_cts | 0.511 | 2280 | 339 | 22.1 | 0.458 |
| 3_5_place_dp | 0.519 | 2200 | 331 | 21.3 | 0.448 |
| 3_3_place_gp | 0.530 | 2200 | 331 | 21.3 | 0.440 |
| 2_1_floorplan | 0.773 | 1960 | 193 | - | 0.417 |
-- worst reg2reg max path, delay by kind of cell, from the launching register on --
family	cells	cell delay [ns]
simple gates	2	0.81
flops	1	0.40
compound gates	2	0.31
fa+ha+maj	1	0.21
-- power breakdown --
part           leakage [µW]  switching (µW)  internal (µW)
Clock             0.0000395             232            199
Sequential         0.000397            16.2            797
Combinational      0.000362            65.9           57.0
Total              0.000799             315           1050
-- cell usage after synthesis (all sizes together) --
cell / n
nand3: 12
xnor2: 6
clkbuf: 7
buf: 5
a21o: 2
ha: 4
xor2: 8
and4: 3
nor3: 8
dfxtp: 29
inv: 4
a22o: 8
a21oi: 12
edfxtp: 16
o21ai: 5
nor4: 1
o21bai: 10
a22oi: 2
nand2: 12
and3: 4
and2: 1
nand4: 4
or3: 4
nor2: 23
nor2b: 1
o211ai: 1
or2b: 1
-- logic make-up (layout without fill, tap and decap cells) --
kind of cell | count (synthesis) | after routing | share of synthesized area [%]
adder cells (fa/ha/maj) | 4 | 4 | 2.55
AND-OR/OR-AND | 40 | 40 | 13.6
flip-flops | 45 | 45 | 54.1
XOR/XNOR | 14 | 14 | 6.25
buffers and inverters | 16 | 26 | 3.83
AND/OR/NAND/NOR | 74 | 74 | 19.6
-- registers in the layout, summed over array words and instances (netlist names) --
name     cells
tcy         10
tx_cntr      5
shr         30
-- cell type report --
cell class              instances  area [µm²]
multi-input cells             132         826
clock buffers                   8        80.1
repair buffers                 14         130
fillers                      1098        8040
flip-flops and latches         45        1060
inverters                       4        15.0
well taps                     136         170
-- final timing paths --
| kind | startpoint | endpoint | cells past startpoint |
|---|---|---|---|
| worst max-delay path | tx_cntr[0] | shr[18] | 5 |
| worst min-delay path | shr[26] | shr[26] | 2 |
| worst max register to register | tx_cntr[0] | shr[18] | 5 |
| worst min register to register | shr[26] | shr[26] | 2 |
-- layout by cell type (no fill, tap or decap) --
cell | netlist | final
dfxtp_1 | 29 | 29
nor2_1 | 23 | 23
edfxtp_1 | 16 | 16
nand2_1 | 12 | 12
nand3_1 | 12 | 12
a21oi_1 | 12 | 12
o21bai_1 | 10 | 10
clkdlybuf4s50_1 | 0 | 10
a22o_1 | 8 | 8
xor2_1 | 8 | 8
nor3_1 | 7 | 7
xnor2_1 | 6 | 6
o21ai_0 | 5 | 5
clkbuf_8 | 0 | 5
inv_1 | 4 | 4
and3_1 | 4 | 4
or3_1 | 4 | 4
ha_1 | 4 | 4
buf_4 | 1 | 4
and4_1 | 3 | 3
nand4_1 | 3 | 3
clkbuf_1 | 7 | 3
a21o_1 | 2 | 2
a22oi_1 | 2 | 2
nor2b_1 | 1 | 1
nor4_4 | 1 | 1
nand4_2 | 1 | 1
nor3_2 | 1 | 1
or2b_1 | 1 | 1
and2_1 | 1 | 1
o211ai_1 | 1 | 1
Power and IR drop assume default switching activity.
