--- /design/flow/design.v ---
`timescale 1ns / 1ps
module blink(
	input clk,
	input rst,
	input [1:0] sw,
	output reg [7:0] led
);
reg [13:0] cntr;
reg [13:0] cmp;
always @(posedge clk)
	if(rst)
		begin
			cntr <= 14'b0;
			led <= 8'b1;
		end
	else if(en)
		begin
			cntr <= 13'b0;
			led <= {led[6:0], led[7]};
		end
	else
		cntr <= cntr + 13'b1;
always @(posedge clk)
	case (sw)
		2'b0: cmp <= 3999999;
		2'b1: cmp <= 7999999;
		2'b10: cmp <= 15999999;
		2'b11: cmp <= 31999999;
	endcase
assign en = (cntr == cmp);
endmodule
--- /design/flow/config.mk ---
export PLATFORM = sky130hd
export DESIGN_NAME = blink
export DESIGN_NICKNAME = blink
export VERILOG_FILES = /design/flow/design.v
export SDC_FILE = /design/flow/constraint.sdc
export NUM_CORES = 4
export LEC_CHECK = 1
export CORE_AREA = 10 10 96 96
export DIE_AREA = 0 0 106 106
--- /design/flow/run.sh ---
#!/bin/bash
# OpenROAD 26Q1-2900-gdf79404cd8, Yosys 0.63+post, stock flow scripts
make -C /OpenROAD-flow-scripts/flow DESIGN_CONFIG=/design/flow/config.mk WORK_HOME=/design/flow/orfs finish
--- /design/flow/constraint.sdc ---
current_design blink

set clk_period 2.5
set clk_io_pct 0.2

create_clock -name clk0 -period $clk_period [get_ports {clk}]

set non_clock_inputs [all_inputs -no_clocks]
set_input_delay [expr $clk_period * $clk_io_pct] -clock clk0 $non_clock_inputs
set_output_delay [expr $clk_period * $clk_io_pct] -clock clk0 [all_outputs]
==> run_results.csv <==
group,metric,value,unit
run_status,outcome,"completed",
critical_path,cp_cell_sequence,"ha_1, nand4_4, nor4_4, mux2i_1",
power_and_ir_drop,finalPower,0.0007657,W
critical_path,cp_slowest_cell,"nor4_4",
final_timing,setup_viol,0,
synth,synth_cell_type_count,22,
synth,ys_warn_count,2,
critical_path,cp-end-kind,"flop",
floorplanning,core,7214,sq um
clock_network,cts_buffer_depth,2,
global_routing,grt_pass1_vias,768,
global_routing,grt_first_pass_wirelength,3456,microns
critical_path,crit_path_max_incr_delay,680,ps
final_layout,finalNonFillerCells,229,
clock_network,post_cts_buffers,0,
floorplanning,die_area,11240,sq um
synth,top_cells_by_area,"dfxtp_1 48%, xnor2_1 12%, mux2i_1 6.9%",
synth,syn_area_per_cell,9.799,sq um
final_layout,drive_above_1_share,0.06154,
floorplanning,row_count,31,
power_and_ir_drop,ir_drop,210.0,uV
critical_path,cp_data_arrival_time,2060,ps
global_routing,grt-ovfl-total,0,
final_timing,finalClockPeriodUsage,0.7458,
placed_design,place_inst,225,
routing,firstDrtPassIters,2,
clock_network,cts_root_buf,"clkbuf_8",
clock_network,cts_resized,0,
final_timing,maxSlewHeadroom,0.4714,
synth,ys_seq_frac,0.4807,
critical_path,critPathMaxFanout,8,
synth,synth_stat.cells,119,
final_layout,area_growth,23.60,%
critical_path,worstSetupPathType,"flop to flop",
final_timing,hold_viol,0,
routing,drt-initial-drc-count,26,
final_timing,fin_crit,1865,ps
synth,top_area_cell,"dfxtp_1",
clock_network,clk_pin_slew,90,ps
job,log.warning_count,25,
power_and_ir_drop,power_density,531.3,nW/um^2
routing,ant_nets,0,
routing,drcViolationCount,0,
critical_path,worstSetupStartpointType,"flop",
final_timing,rsz0062_at_grt,"no",
floorplanning,ios,12,
final_layout,fin_util,0.1998,
synth,ys_ff,28,
synth,synthCells,119,
routing,avgRoutedWirePerCell,8.638,microns
final_layout,fill_cells,805,
final_timing,drv_slew,0,
final_timing,worst_slew_pin_slew,790.4,ps
clock_network,cts_sinks,28,
routing,vias,799,
min_path,hp-class,"flop to flop",
job,drv_cap,0,
synth,yosysChipArea,1166,sq um
placed_design,io_buffers,11,
synth,synth_area,1166,sq um
global_routing,antenna_found_initial,0,
final_timing,skew,1.541,ps
placed_design,dpl.hpwl,1474,microns
clock_network,cts_buffers,3,
floorplanning,fp_util,0.1616,
critical_path,worstPathRequired,2700,ps
synth,yosysTopAreaCellShare,0.4807,
global_routing,grt.total_usage,0.03485,
clock_network,cts_tree,"done",
clock_network,htreeDepth,1,
final_timing,fin_tns_setup,0,ps
final_timing,fmax,536.3,MHz
floorplanning,die_h,106,microns
clock_network,holdBufCountCts,0,
routing,num_antenna_cells,0,
floorplanning,chipWidth,106,microns
power_and_ir_drop,cellLeakagePower,0.4362,nW
final_timing,layout_setup_ws,635.5,ps
global_routing,grt_max_degree,25,
placed_design,place_ws,551.1,ps
placed_design,gp_congestion,0.7641,
routing,drt-total-wl,1978,microns
clock_network,insertion_delay,270,ps
routing,vias_per_cell,3.489,
[synthesized netlist by cell type, drive strengths merged]
master	n
xor2	2
nor3	16
ha	1
dfxtp	28
and2	1
or2	1
nand3	5
nor2b	2
clkbuf	4
buf	1
mux2i	8
inv	4
xnor2	16
nand2	5
nor4	3
nor2	7
nand4	6
nor3b	1
nand2b	8
[power by group]
part | internal (W) | leakage, nW | switching, W | total (W)
combinational | 0.0000168 | 0.180 | 0.0000156 | 0.0000324
sequential | 0.000455 | 0.228 | 0.00000772 | 0.000463
clock | 0.000141 | 0.0288 | 0.000130 | 0.000271
[registers in the layout (all words and copies together), names as in the netlist]
| signal | cells |
|---|---|
| led | 8 |
| cntr | 14 |
| cmp | 6 |
[metrics by stage]
step	hold slack [ps]	area (sq um)
after floorplan	449.5	1166
after global placement	492.3	1386
after detailed placement	493.8	1386
after CTS	503.3	1441
after global routing	545.4	1441
final	503.8	1441
[logic make-up (layout without fill, tap and decap cells)]
logic type	count (synthesis)	count (layout)	share of synthesized area
simple gates	55	55	0.2736
flops	28	28	0.4807
xor+xnor	18	18	0.1352
buf+inv	9	20	0.03110
mux	8	8	0.06867
fa+ha+maj	1	1	0.01073
[layout by cell type, fill, tap and decap left out]
cell and count:
mux2i_1 8, nor2b_1 2, nand2b_1 8, inv_1 4, nor4_1 2, nand4_1 5
nand3_1 5, xor2_1 2, or2_2 1, buf_4 1, nor2_1 7, ha_1 1
dfxtp_1 28, clkdlybuf4s50_1 11, nor3b_1 1, nor3_1 16, xnor2_1 16, and2_1 1
nor4_4 1, nand2_1 5, nand4_4 1, clkbuf_8 4
[area by class of cell]
cell class / count / area (sq um) / share of cell area
tap: 99 / 123.9 / 0.08594
sequential: 28 / 560.5 / 0.3889
timing repair buffer: 12 / 117.6 / 0.08160
multi-input combinational: 82 / 569.3 / 0.3950
clock buffer: 4 / 55.05 / 0.03819
inverter: 4 / 15.01 / 0.01042
[final timing paths]
path	startpoint	endpoint	slack, ps	cells after the start
setup reg to reg	cntr[0]	led[2]	640	4
setup / recovery	cntr[0]	led[2]	640	4
hold reg to reg	led[7]	led[7]	500	2
hold / removal	led[7]	led[7]	500	2
[critical path: cells and delay by family, from the launching register on]
kind,cells,cell delay (ps)
flops,1,400
fa+ha+maj,1,270
mux,1,260
simple gates,2,850
[metal layers]
layer / GRT usage / vias up / share of wire
met2: 0.05300 / 6 / 0.44
met3: 0.004893 / 2 / 0.014
met5: 0 / - / 0
met4: 0.01064 / 0 / 0.031
met1: 0.05023 / 367 / 0.52
li1: - / 424 / -
No activity file was given, so power comes from the tool's default toggle rates.
