File: /design/flow/design.v
`timescale 1ns / 1ps
module knight(
	input clk,
	input rst,
	output reg [7:0] led
);
reg [12:0] cntr;
reg dir;
always @(posedge clk)
	if(rst)
		begin
			led <= 8'b1;
			cntr <= 13'b0;
			dir <= 1'b1;
		end
	else if(en)
		begin
			cntr <= 13'b0;
			if(dir && led == 8'b01000000)
				dir <= 1'b0;
			else if(!dir && led == 8'b00000010)
				dir <= 1'b1;
			if(dir)
				led <= {led[6:0], led[7]};
			else
				led <= {led[0], led[7:1]};
		end
	else
		cntr <= cntr + 13'b1;
assign en = (cntr == 15);
endmodule
File: /design/flow/run.sh
#!/bin/bash
# OpenROAD 26Q1-2900-gdf79404cd8, Yosys 0.63+post, stock flow scripts
make -C /OpenROAD-flow-scripts/flow DESIGN_CONFIG=/design/flow/config.mk WORK_HOME=/design/flow/orfs finish
File: /design/flow/config.mk
export PLATFORM = sky130hd
export DESIGN_NAME = knight
export DESIGN_NICKNAME = knight
export VERILOG_FILES = /design/flow/design.v
export SDC_FILE = /design/flow/constraint.sdc
export NUM_CORES = 4
export LEC_CHECK = 1
export CORE_AREA = 10 10 92 92
export DIE_AREA = 0 0 102 102
File: /design/flow/constraint.sdc
current_design knight

set clk_period 2.6
set clk_io_pct 0.2

create_clock -name clk0 -period $clk_period [get_ports {clk}]

set non_clock_inputs [all_inputs -no_clocks]
set_input_delay [expr $clk_period * $clk_io_pct] -clock clk0 $non_clock_inputs
set_output_delay [expr $clk_period * $clk_io_pct] -clock clk0 [all_outputs]
==> impl_metrics.json <==
{
  "outcome": "completed",
  "last_weighted_congestion_value_of_the_routability_driven_placer": 0.807,
  "worstSetupStartpointType": "flop",
  "postCtsSetupBuffers": 0,
  "worst_slew_pin_slew_ps": 487,
  "cts_num_sinks": 22,
  "antenna_left": 0,
  "groute.layer.met2.usage": 0.0558,
  "post_synthesis_to_final_layout_area_growth_pct": 17.3,
  "path_class": "reg -> out",
  "worstPathArrival_ps": 1200,
  "detail_route.iter0.violations": 80,
  "layout.cells.non_filler": 190,
  "fillCellCount": 699,
  "cts.htree.levels": 1,
  "synth_sequential_area_ratio": 0.439,
  "tritoncts": "done",
  "fin_ws_ps": 878,
  "yosys.cell_types.count": 25,
  "maximum_number_of_pins_on_one_net_before_global_route_repair": 20,
  "power.density_cell_area_mw_per_mm2": 500,
  "synth_flop_count": 22,
  "init_core_util": 0.155,
  "antenna-diode-count": 0,
  "cts_made_buffers": 3,
  "cts_hold_buf": 0,
  "rsz0062_at_grt": "false",
  "static-leakage-power_nw": 0.416,
  "final_util": 0.182,
  "port_buffers": 9,
  "setup-violations-final": 0,
  "top_cell_area_share": 0.439,
  "netlist_instances": 107,
  "first_global_vias": 685,
  "dpl.hpwl_mm": 1.22,
  "layout_cell_share_with_drive_strength_beyond_1": 0.0531,
  "yosys-top-cells-area": "sky130_fd_sc_hd__dfxtp_1 44%, sky130_fd_sc_hd__nor2_1 8.2%, sky130_fd_sc_hd__mux2i_1 7.0%, sky130_fd_sc_hd__xnor2_1 6.1%, sky130_fd_sc_hd__a211oi_1 5.2%",
  "gr-usage-all-layers": 0.0352,
  "slew-limit-headroom": 0.675,
  "met3_usage": 0.00273,
  "syn_area_mm2": 0.00100,
  "clk_pin_slew_ps": 70,
  "number_of_warnings_the_tools_reported": 25,
  "maximum_buffer_depth_of_the_clock_tree": 2,
  "global_route.peak_usage_layer": "met2",
  "route.final.wire_length_mm": 1.74,
  "kind_of_cell_adding_the_most_delay_to_the_critical_path": "buffers and inverters",
  "cts_root_buffer": "sky130_fd_sc_hd__clkbuf_8",
  "grt_antenna_before_repair": 0,
  "report.final.slew_viol_count": 0,
  "drt-pass1-iter-count": 2,
  "numPlacedInstances": 187,
  "max_clock_freq_ghz": 0.581,
  "placeableCoreArea_mm2": 0.00646,
  "drc": 0,
  "std_cell_rows": 29,
  "vdd_ir_drop_max_v": 0.000139,
  "finalClockSkew_ps": 4.77,
  "min_path_type": "reg -> reg",
  "synthesis.yosys.warnings": 2,
  "worst-endpoint-required_ps": 2080,
  "route.detailed.vias_per_inst": 3.83,
  "layout_top_cells": "22 x sky130_fd_sc_hd__nor2_1, 22 x sky130_fd_sc_hd__dfxtp_1, 9 x sky130_fd_sc_hd__clkdlybuf4s50_1",
  "grt_first_pass_wirelength_mm": 3.17,
  "cp_slowest_cell": "sky130_fd_sc_hd__clkdlybuf4s50_1",
  "grt_util_met1": 0.0496,
  "cp_max_fo": 6,
  "finalCritPeriodShare": 0.662,
  "die.size.y_um": 102,
  "timing.final.hold_violations": 0,
  "endpoint_kind": "output port",
  "floorplan.die_area_mm2": 0.0104,
  "max_cap_viol_count": 0,
  "hold_ws_ps": 452,
  "vias": 727,
  "worst-path-buf-inv": 1,
  "io_pins": 10,
  "grt_overflow": 0,
  "cts_repair_resize_count": 0,
  "synthDominantAreaCellType": "sky130_fd_sc_hd__dfxtp_1",
  "syn_avg_cell_area_um2": 9.38,
  "worstSkewPairLatency_ps": 260,
  "ys_cells": 107,
  "avgRoutedWirePerCell_um": 9.15,
  "period_needed_ps": 1720,
  "dpl_worst_slack_ps": 843,
  "yosys.stat.chipArea_mm2": 0.00100,
  "final.setup.tns_ps": 0,
  "critical-path-max-stage-delay_ps": 520,
  "dieWidth_um": 102,
  "critical_path.cell_chain": "clkdlybuf4s50_1"
}
-- per-stage QoR --
step	power (W)	instance area [um^2]
after detailed placement	0.000394	1140
after CTS	0.000597	1180
final	0.000589	1180
after global routing	0.000614	1180
after floorplan	0.000390	1000
after global placement	0.000393	1140
-- area by class of cell --
cell class,count,area [um^2],share of cell area
Clock buffer,3,41.3,0.0351
Inverter,2,7.51,0.00638
Timing Repair Buffer,9,90.1,0.0765
Sequential cell,22,440,0.374
Tap cell,77,96.3,0.0818
Multi-Input combinational cell,77,502,0.426
-- cells by family (layout without fill, tap and decap cells) --
family | Yosys count | in the layout | share of synthesized area
XOR/XNOR | 11 | 11 | 0.0960
AND/OR/NAND/NOR | 47 | 47 | 0.232
flip-flops | 22 | 22 | 0.439
buffers and inverters | 8 | 14 | 0.0611
multiplexers | 8 | 8 | 0.0810
AND-OR/OR-AND | 10 | 10 | 0.0786
adder cells (fa/ha/maj) | 1 | 1 | 0.0125
-- cell usage after synthesis --
library cell / instances
sky130_fd_sc_hd__xor2_1: 4
sky130_fd_sc_hd__a311oi_1: 2
sky130_fd_sc_hd__xnor2_1: 7
sky130_fd_sc_hd__ha_1: 1
sky130_fd_sc_hd__dfxtp_1: 22
sky130_fd_sc_hd__and4_1: 1
sky130_fd_sc_hd__clkbuf_2: 1
sky130_fd_sc_hd__nand2_1: 3
sky130_fd_sc_hd__nor2_1: 22
sky130_fd_sc_hd__nor2b_1: 1
sky130_fd_sc_hd__nor3_1: 5
sky130_fd_sc_hd__or4_1: 1
sky130_fd_sc_hd__nand3_1: 3
sky130_fd_sc_hd__a211oi_1: 7
sky130_fd_sc_hd__mux2_2: 1
sky130_fd_sc_hd__nand4_1: 2
sky130_fd_sc_hd__and3_1: 4
sky130_fd_sc_hd__a211o_1: 1
sky130_fd_sc_hd__inv_1: 2
sky130_fd_sc_hd__or2_4: 1
sky130_fd_sc_hd__buf_6: 4
sky130_fd_sc_hd__and4_4: 1
sky130_fd_sc_hd__nor4_1: 3
sky130_fd_sc_hd__clkbuf_1: 1
sky130_fd_sc_hd__mux2i_1: 7
-- path summary, 6_finish.rpt --
kind | startpoint | slack, ps | cells past startpoint | endpoint
hold reg to reg | cntr[0]$_SDFF_PP0_ | 450 | 1 | cntr[0]$_SDFF_PP0_
setup reg to reg | cntr[0]$_SDFF_PP0_ | 910 | 5 | led[0]$_SDFFE_PP1N_
setup / recovery | led[1]$_SDFFE_PP0N_ | 880 | 1 | led[1]
hold / removal | cntr[0]$_SDFF_PP0_ | 450 | 1 | cntr[0]$_SDFF_PP0_
-- layer usage --
| layer | routed length [um] | share of wire | vias to the layer above |
|---|---|---|---|
| li1 | - | - | 386 |
| met1 | 836 | 0.48 | 333 |
| met2 | 821 | 0.47 | 4 |
| met3 | 20 | 0.012 | 4 |
| met4 | 60 | 0.035 | 0 |
| met5 | 0 | 0 | - |
-- where the power goes --
| group | switching (W) | leakage [nW] | total, W | internal, W |
|---|---|---|---|---|
| clock network | 0.000100 | 0.0216 | 0.000203 | 0.000103 |
| registers | 0.0000134 | 0.178 | 0.000357 | 0.000344 |
| logic | 0.0000111 | 0.216 | 0.0000287 | 0.0000175 |
-- flip-flops by register name, indices dropped and copies added (netlist names) --
register / cells
dir: 1
cntr: 13
led: 8
Power and IR drop assume default switching activity.
